[config.mk]
export PLATFORM = sky130hd
export DESIGN_NAME = VGAInterface
export DESIGN_NICKNAME = VGAInterface
export VERILOG_FILES = /design/flow/design.v
export SDC_FILE = /design/flow/constraint.sdc
export NUM_CORES = 4
export LEC_CHECK = 1
export CORE_UTILIZATION = 40
[constraint.sdc]
current_design VGAInterface

set clk_period 2.9
set clk_io_pct 0.2

create_clock -name clk0 -period $clk_period [get_ports {CLK}]

set non_clock_inputs [all_inputs -no_clocks]
set_input_delay [expr $clk_period * $clk_io_pct] -clock clk0 $non_clock_inputs
set_output_delay [expr $clk_period * $clk_io_pct] -clock clk0 [all_outputs]
[design.v]
`timescale 1ns / 1ps
module Counter(
	CLK, 								 
	ENABLE,							 
	TRIGGER_OUT,					 
	TIME_COUNT						 
    );
	parameter MaxValue  = 799;	 
	parameter Size = 10;			 
	parameter InitialValue = MaxValue;
	input CLK;						 
	input ENABLE;					 
	output reg TRIGGER_OUT;		 
	output reg [Size - 1: 0] TIME_COUNT;	 
	initial begin					 
		TRIGGER_OUT = 0;
		TIME_COUNT = InitialValue;
	end
	always@(posedge CLK) begin
		if (ENABLE) begin							 
			if (TIME_COUNT == MaxValue)		 
				TIME_COUNT <= 0;
			else
				TIME_COUNT <= TIME_COUNT + 1;	 
		end
	end
	always @(posedge CLK) begin 
		if (ENABLE && (TIME_COUNT == MaxValue-1)) 	 
			TRIGGER_OUT <= 1;	
		else													 
			TRIGGER_OUT <= 0;								 
	end
endmodule
`timescale 1ns / 1ps
module PixCounter(
	CLK, 					 
	SYNCH_TIME,			 
	PIXCOUNT,			 
	ENABLE				 
    );
	parameter AddressSize = 10;				 
	parameter TimeToBackPorchEnd = 5; 
	parameter TimeToDisplayTimeEnd	= 10; 
	input CLK;					 
	input ENABLE;				 
	input [9:0]SYNCH_TIME;	 
	output reg [AddressSize - 1: 0] PIXCOUNT; 
	initial begin				 
		PIXCOUNT = 0;
	end
	always@(posedge CLK) begin 
	if (ENABLE) begin	 
			if ((SYNCH_TIME > TimeToBackPorchEnd) && (SYNCH_TIME <= TimeToDisplayTimeEnd-1))
				PIXCOUNT <= PIXCOUNT + 1;	 
			else
				PIXCOUNT <= 0;					 
		end
	end
endmodule
`timescale 1ns / 1ps
module VGAInterface(
    input CLK,							 
	 output REFRESH,				 
    input [7:0] COLOUR_IN,			 
    output reg [7:0] COLOUR_OUT,	 
    output [9:0] ADDRH,				 
    output [8:0] ADDRV,	   		 
    output reg HS,					 
    output reg VS,						 
	input DOWNCOUNTER
    );
	wire [9:0] VertCounter;			 
	wire [9:0] HorzCounter;			 
	wire EndHorzTrigger;				 
	initial begin		 
		HS = 0;
		VS = 0;
		COLOUR_OUT = 8'b0;
	end
	parameter HorzTimeToPulseWidthEnd	= 10'd96;
	parameter HorzTimeToBackPorchEnd		= 10'd144;
	parameter HorzTimeToDisplayTimeEnd	= 10'd784;
	parameter HorzTimeToFrontPorchEnd	= 10'd800;
	parameter VertTimeToPulseWidthEnd	= 10'd2;			  
	parameter VertTimeToBackPorchEnd		= 10'd31;  
	parameter VertTimeToDisplayTimeEnd	= 10'd511;       
	parameter VertTimeToFrontPorchEnd	= 10'd521;		  
	Counter # (
				.MaxValue(HorzTimeToFrontPorchEnd-1),	 
				.Size(10)										 
			)
	TimeCounterHorizontal(
				.CLK(CLK),										 
				.ENABLE(DOWNCOUNTER),									 
				.TRIGGER_OUT(EndHorzTrigger),				 
				.TIME_COUNT(HorzCounter)					 
			);		
	Counter # (
				.MaxValue(VertTimeToFrontPorchEnd-1),	 
				.Size(10)										 
			)			
	TimeCounterVertical(
				.CLK(CLK),										 
				.ENABLE(EndHorzTrigger),					 
				.TRIGGER_OUT(REFRESH),						 
				.TIME_COUNT(VertCounter)					 
			);	
	always @(posedge CLK) begin 
		if ((HorzCounter < HorzTimeToPulseWidthEnd-1) || (HorzCounter == HorzTimeToFrontPorchEnd-1)) 
			HS <= 1'b0;
		else 
			HS <= 1'b1;
	end
	always @(posedge CLK) begin 
		if (EndHorzTrigger)begin
			if ((VertCounter < VertTimeToPulseWidthEnd-1) || (VertCounter == VertTimeToFrontPorchEnd-1))
				VS <= 1'b0;
			else 
				VS <= 1'b1;
		end
	end
	always @(posedge CLK) begin
		if (DOWNCOUNTER) begin
			if (  (HorzCounter > HorzTimeToBackPorchEnd-2)   
				&& (HorzCounter <= HorzTimeToDisplayTimeEnd-2)
				&& (VertCounter > VertTimeToBackPorchEnd-1)
				&& (VertCounter <= VertTimeToDisplayTimeEnd-1) )
				COLOUR_OUT <= COLOUR_IN;
			else
				COLOUR_OUT <= 8'b0;
		end
	end
	PixCounter # (
					.AddressSize(10),				 
					.TimeToBackPorchEnd (HorzTimeToBackPorchEnd-1),		 
					.TimeToDisplayTimeEnd (HorzTimeToDisplayTimeEnd-1)	 
					)
				HorzPix(
					.CLK(CLK),						 
					.SYNCH_TIME(HorzCounter),	 
					.ENABLE(DOWNCOUNTER),					 
					.PIXCOUNT(ADDRH)				 
					);
	PixCounter # (
					.AddressSize(9),
					.TimeToBackPorchEnd (VertTimeToBackPorchEnd-1),
					.TimeToDisplayTimeEnd (VertTimeToDisplayTimeEnd-1)
					)
				VertPix(
					.CLK(CLK),
					.SYNCH_TIME(VertCounter),
					.ENABLE(EndHorzTrigger),	 
					.PIXCOUNT(ADDRV)
					);
endmodule
[run.sh]
#!/bin/bash
# OpenROAD 26Q1-2900-gdf79404cd8, Yosys 0.63+post, stock flow scripts
make -C /OpenROAD-flow-scripts/flow DESIGN_CONFIG=/design/flow/config.mk WORK_HOME=/design/flow/orfs finish
==> changes_impl.md <==
### Changed

- FILL cells: between 500 and 600
- Critical path's largest stage delay: ~640 ps
- FF/Latch Area: 1500 sq um
- Vias in the first global route: roughly 1600
- Hold Path Stages: 2
- Post-Route Skew: between 9 and 10 ps
- Clock root cell: clkbuf_8
- Final Cell Area: 3200 sq um
- Routability congestion estimate: a little over 0.9
- Tool warnings: 30
- Drt first pass iters: 6
- Logic area: between 1000 and 1500 sq um
- Crit path cell chain: or3_4 > o311a_1 > or4_1 > nor2_1
- Area leader, netlist: edfxtp_1
- Static leakage: roughly 0.0011 uW
- CTS tree: yes
- Vias per cell: ~5.2
- Critical path launch point type: flip-flop
- Worst vdd ir: 0.249 mV
- CORE AREA: ~6300 sq um
- Peak Freq: approximately 450 MHz
- Worst Tran Pin Value: approximately 780 ps
- H-tree depth: 2
- Setup TNS: 0 ps
- Yosys stat area: roughly 2600 sq um
- I/O Buffers: 39
- Initial antenna violation count: 0
- Status: finished, final reports clean
- Final WL: 4.61 mm
- Placed instance area: between 3000 and 4000 sq um
- Slowest-stage cell, CP: or4_1
- Cells after synthesis: between 200 and 250
- FF-to-FF End: COLOUR_OUT[6]$_SDFFCE_PN0P_
- Max Cap Viol: 0
- Via count: between 1500 and 2000
- R2R cell count: 4
- Ant diodes: 0
- Final min period: about 2200 ps
- Distinct cell type count of the synthesized netlist: 37
- Launch point of the worst reg-to-reg path: TimeCounterHorizontal.TIME_COUNT[5]$_SDFFCE_PN0P_
- Overflow after GRT: 0
- Chip Width: 82.6 microns
- Seq/Total Area, Yosys: 0.577
- Worst-Skew Late Latency: approximately 300 ps
- Resized cells post-CTS: 0
- Top_reg_cell synth: edfxtp_1
- Synth top cells by count: edfxtp_1 (48), nor2_1 (42), nand3_1 (21)
- Crit path DAT: 2390 ps
- Yosys Warn Count: 5
- Post-CTS Hold Fix Bufs: 0
- Reg clk slew, reported paths: ~90 ps
- Hold EP: HorzPix.PIXCOUNT[9]$_SDFFCE_PN0P_
- Cell Area, Synth: around 2600 sq um
- Worst Hold Class: reg -> reg
- Row count: 29
- Max Buffers Root-to-Sink: 2
- Final setup viols: 0
- Post-synth ARST share: 0
- Fp util: 0.412
- Final Cycle Share: 0.769
- Worst rel slew slack: 0.480
- Final ANT Viol Nets: 0
- Total CTS buffers: 5
- Pin count of the biggest net entering global routing: 24
- Area leader share: 0.554
- #FFs+latches synth: slightly above 50
- Ports: ~40
- Yosys cell count: roughly 230
- Setup crit end kind: flip-flop
- Crit path kind: reg -> reg
- First-pass GRT wire length: about 7.6 mm
- Hold Startpoint: HorzPix.PIXCOUNT[9]$_SDFFCE_PN0P_
- Synth top cell by count: edfxtp_1
- DRC viols: 0
- Top cells, area: edfxtp_1 (55%), xor2_1 (6.7%), nor2_1 (6.1%)
- First-iteration detailed-routing DRC count: ~90
- RSZ-0062 raised after global routing: false
- Post-DP HPWL: ~3.1 mm
- Layout cell share with drive strength beyond 1: 0.0522
- WL/cell: approximately 13 microns
- GRT Overall Usage: 0.153
- Final Hold Fails: 0
- Number of enable flip-flop cells: between 40 and 50
- Pins Over Slew Limit: 0
- Die y size: a little over 80 microns
- Layout area overhead: 23.0%
- Register-to-register setup slack: between 600 and 700 ps
- Crit-path max FO: 10
- # Post-CTS Setup Buffers: 0
- Syn Area/Cell: between 10 and 15 sq um
- Die ar.: between 6000 and 7000 sq um
- Crit path DRT: ~3100 ps
- CTS sink count: 51
- Hold Slack: between 600 and 700 ps
- Cell Pwr Density: approximately 490 nW/um^2
- Post-layout util: 0.507
worst max-delay path by stage:
stage	start	end	slack [ps]	cells past startpoint
CTS	TimeCounterHorizontal.TIME_COUNT[6]$_SDFFCE_PN0P_	COLOUR_OUT[6]$_SDFFCE_PN0P_	660	4
global route	TimeCounterVertical.TIME_COUNT[2]$_SDFFCE_PN0P_	VertPix.PIXCOUNT[8]$_SDFFCE_PN0P_	430	4
finish	TimeCounterHorizontal.TIME_COUNT[5]$_SDFFCE_PN0P_	COLOUR_OUT[6]$_SDFFCE_PN0P_	670	4
metrics by stage:
stage          cells  total power (uW)  setup WS (ps)
6_report         345              1580            669
5_1_grt          345              1650            430
2_1_floorplan    228               951            857
4_1_cts          345              1600            661
3_3_place_gp     337              1020            739
3_5_place_dp     337              1020            693
placed cells by master, fill, tap and decap left out, types with 6 or more instances in the layout:
cell type        instances
xor2_1                  20
ha_1                     9
inv_1                    6
nand4_1                 12
edfxtp_1                48
nor2_1                  42
clkdlybuf4s50_1         39
nand3_1                 21
xnor2_1                  9
nand2_1                  8
power breakdown:
group	internal [uW]	total, uW	switching [uW]
Clock	344	580	236
Combinational	72.1	117	45.2
Sequential	842	884	42.6
Total	1260	1580	323
layer usage:
metal / vias up / track usage / wire length [microns] / part of all wire
li1: 912 / - / - / -
met1: 841 / 0.272 / 2350 / 0.51
met2: 45 / 0.207 / 1950 / 0.42
met3: 6 / 0.0379 / 260 / 0.056
met4: 0 / 0.0155 / 58 / 0.013
met5: - / 0 / 0 / 0
cell type report:
| class | instances | area share |
|---|---|---|
| Tap cell | 77 | 0.0301 |
| Multi-Input combinational cell | 160 | 0.320 |
| Inverter | 6 | 0.00704 |
| Clock buffer | 5 | 0.0215 |
| Timing Repair Buffer | 43 | 0.131 |
| Clock inverter | 3 | 0.0211 |
| Sequential cell | 51 | 0.469 |
critical path: cells and delay by family, from the launching register on:
kind | cells | cell delay, ps
compound gates | 1 | 350
flops | 1 | 530
simple gates | 3 | 1220
flip-flops by register name, summed over array words and instances (netlist names):
register,flops
HorzPix.PIXCOUNT,10
TimeCounterHorizontal.TIME_COUNT,10
TimeCounterVertical.TIME_COUNT,10
VertPix.PIXCOUNT,9
COLOUR_OUT,8
HS,1
TimeCounterHorizontal.TRIGGER_OUT,1
TimeCounterVertical.TRIGGER_OUT,1
VS,1
kinds of logic (layout without fill, tap and decap cells):
group / count (synthesis) / count (layout) / share of synthesized area
AND-OR/OR-AND: 12 / 12 / 0.0346
XOR/XNOR: 29 / 29 / 0.0976
adder cells (fa/ha/maj): 9 / 9 / 0.0433
buffers and inverters: 17 / 57 / 0.0298
flip-flops: 51 / 51 / 0.577
AND/OR/NAND/NOR: 110 / 110 / 0.217
No activity file was given, so power comes from the tool's default toggle rates.
